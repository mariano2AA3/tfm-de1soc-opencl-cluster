<file path="/design/flow/config.mk">
export PLATFORM = sky130hd
export DESIGN_NAME = async_counter_30
export DESIGN_NICKNAME = async_counter_30
export VERILOG_FILES = /design/flow/design.v
export SDC_FILE = /design/flow/constraint.sdc
export NUM_CORES = 4
export LEC_CHECK = 1
export CORE_AREA = 10 10 92 92
export DIE_AREA = 0 0 102 102
</file>
<file path="/design/flow/run.sh">
#!/bin/bash
# OpenROAD 26Q1-2900-gdf79404cd8, Yosys 0.63+post, stock flow scripts
make -C /OpenROAD-flow-scripts/flow DESIGN_CONFIG=/design/flow/config.mk WORK_HOME=/design/flow/orfs finish
</file>
<file path="/design/flow/constraint.sdc">
current_design async_counter_30

set clk_period 2.1
set clk_io_pct 0.2

create_clock -name clk0 -period $clk_period [get_ports {clk}]

set non_clock_inputs [all_inputs -no_clocks]
set_input_delay [expr $clk_period * $clk_io_pct] -clock clk0 $non_clock_inputs
set_output_delay [expr $clk_period * $clk_io_pct] -clock clk0 [all_outputs]
</file>
<file path="/design/flow/design.v">
module top (
	fpga_clk_50,
  	fpga_reset_n,
  	fpga_led_output,
 	memory_mem_a,
  	memory_mem_ba,
  	memory_mem_ck,
  	memory_mem_ck_n,
  	memory_mem_cke,
  	memory_mem_cs_n,
  	memory_mem_ras_n,
  	memory_mem_cas_n,
  	memory_mem_we_n,
  	memory_mem_reset_n,
  	memory_mem_dq,
  	memory_mem_dqs,
  	memory_mem_dqs_n,
  	memory_mem_odt,
  	memory_mem_dm,
  	memory_oct_rzqin,
  	emac_mdio,
	emac_mdc,
	emac_tx_ctl,
	emac_tx_clk,
	emac_txd,
  	emac_rx_ctl,
	emac_rx_clk,
  	emac_rxd,
  	sd_cmd,
  	sd_clk,
  	sd_d,
  	uart_rx,
  	uart_tx,
  	led,
  	i2c_sda,
  	i2c_scl
);
  input  wire 		      fpga_clk_50;
  input  wire 		      fpga_reset_n;
  output wire [3:0]   	fpga_led_output;
  output wire [14:0] 	memory_mem_a;
  output wire [2:0]  	memory_mem_ba;
  output wire 		      memory_mem_ck;
  output wire 		      memory_mem_ck_n;
  output wire 		      memory_mem_cke;
  output wire 		      memory_mem_cs_n;
  output wire 		      memory_mem_ras_n;
  output wire 		      memory_mem_cas_n;
  output wire 		      memory_mem_we_n;
  output wire 		      memory_mem_reset_n;
  inout  wire [31:0] 	memory_mem_dq;
  inout  wire [3:0] 	   memory_mem_dqs;
  inout  wire [3:0]   	memory_mem_dqs_n;
  output wire 		      memory_mem_odt;
  output wire [3:0]   	memory_mem_dm;
  input  wire 		      memory_oct_rzqin;
  inout  wire 		      emac_mdio;
  output wire 		      emac_mdc;
  output wire 		      emac_tx_ctl;
  output wire 		      emac_tx_clk;
  output wire [3:0] 	   emac_txd;
  input  wire 		      emac_rx_ctl;
  input  wire 		      emac_rx_clk;
  input  wire [3:0] 	   emac_rxd;
  inout  wire 		      sd_cmd;
  output wire 		      sd_clk;
  inout  wire [3:0]  	sd_d;
  input  wire 		      uart_rx;
  output wire 		      uart_tx;
  inout  wire  	      led;
  inout  wire 		      i2c_scl;
  inout  wire 		      i2c_sda;
  wire	[29:0]	      fpga_internal_led;
  wire		            kernel_clk;
  system the_system (
	.reset_50_reset_n                    			(fpga_reset_n),
	.clk_50_clk                          			(fpga_clk_50),
   .kernel_clk_clk					            	(kernel_clk),
	.memory_mem_a                        			(memory_mem_a),
	.memory_mem_ba                       			(memory_mem_ba),
	.memory_mem_ck                       			(memory_mem_ck),
	.memory_mem_ck_n                     			(memory_mem_ck_n),
	.memory_mem_cke                      			(memory_mem_cke),
	.memory_mem_cs_n                     			(memory_mem_cs_n),
	.memory_mem_ras_n                    			(memory_mem_ras_n),
	.memory_mem_cas_n                    			(memory_mem_cas_n),
	.memory_mem_we_n                     			(memory_mem_we_n),
	.memory_mem_reset_n                  			(memory_mem_reset_n),
	.memory_mem_dq                       			(memory_mem_dq),
	.memory_mem_dqs                      			(memory_mem_dqs),
	.memory_mem_dqs_n                    			(memory_mem_dqs_n),
	.memory_mem_odt                      			(memory_mem_odt),
	.memory_mem_dm                       			(memory_mem_dm),
	.memory_oct_rzqin                    			(memory_oct_rzqin),
	.peripheral_hps_io_emac1_inst_MDIO   			(emac_mdio),
	.peripheral_hps_io_emac1_inst_MDC    			(emac_mdc),
	.peripheral_hps_io_emac1_inst_TX_CLK 			(emac_tx_clk),
	.peripheral_hps_io_emac1_inst_TX_CTL 			(emac_tx_ctl),
	.peripheral_hps_io_emac1_inst_TXD0   			(emac_txd[0]),
	.peripheral_hps_io_emac1_inst_TXD1   			(emac_txd[1]),
	.peripheral_hps_io_emac1_inst_TXD2   			(emac_txd[2]),
	.peripheral_hps_io_emac1_inst_TXD3   			(emac_txd[3]),
	.peripheral_hps_io_emac1_inst_RX_CLK 			(emac_rx_clk),
	.peripheral_hps_io_emac1_inst_RX_CTL 			(emac_rx_ctl),
	.peripheral_hps_io_emac1_inst_RXD0   			(emac_rxd[0]),
	.peripheral_hps_io_emac1_inst_RXD1   			(emac_rxd[1]),
	.peripheral_hps_io_emac1_inst_RXD2   			(emac_rxd[2]),
	.peripheral_hps_io_emac1_inst_RXD3   			(emac_rxd[3]),
	.peripheral_hps_io_sdio_inst_CMD     			(sd_cmd),
	.peripheral_hps_io_sdio_inst_CLK     			(sd_clk),
	.peripheral_hps_io_sdio_inst_D0      			(sd_d[0]),
	.peripheral_hps_io_sdio_inst_D1      			(sd_d[1]),
	.peripheral_hps_io_sdio_inst_D2      			(sd_d[2]),
	.peripheral_hps_io_sdio_inst_D3      			(sd_d[3]),
	.peripheral_hps_io_uart0_inst_RX     			(uart_rx),
	.peripheral_hps_io_uart0_inst_TX     			(uart_tx),
	.peripheral_hps_io_gpio_inst_GPIO53  			(led),
	.peripheral_hps_io_i2c1_inst_SDA     			(i2c_sda),
	.peripheral_hps_io_i2c1_inst_SCL     			(i2c_scl) 
  );
  async_counter_30 AC30 (
        .clk 	(kernel_clk),
        .count	(fpga_internal_led)
    );
  assign fpga_led_output[3:0] = ~fpga_internal_led[29:26];  
endmodule
module async_counter_30(clk, count);
  input			clk;
  output 	[29:0]	count;
  reg		[14:0] 	count_a;
  reg           [14:0]  count_b;  
  initial count_a = 15'b0;
  initial count_b = 15'b0;
always @(negedge clk)
	count_a <= count_a + 1'b1;
always @(negedge count_a[14])
	count_b <= count_b + 1'b1;
assign count = {count_b, count_a};
endmodule
</file>
==> impl_metrics.yaml <==
# synthesis and place-and-route metrics
power:
  p_leak_nw: 0.798
  p_per_area_nw_per_um2: 437
  ir_drop_uv: 483
clock_tree:
  cts.htree.levels: 1
  hold_buffers: 0
  numCtsBuffers: 3
  cts_tree: "done"
  clkLatencyLatePin_ns: 0.32
  path_clk_slew_ns: 0.03
  clock_path_buffers: 2
  cts-root-buf: "clkbuf_8"
detailed_routing:
  drc: 0
  drtAntennaViolNets: 0
  wl_per_cell_um: 9.92
  vias: 930
  routed_via_density: 3.78
  diodes: 0
  drt_iter0_markers: 15
  firstDrtPassIters: 4
  drt_wl_total_mm: 2.44
setup_path:
  worstSetupStartpointType: "register"
  critical_path.top_delay_family: "flip-flops"
  path_buffers: 1
  crit_fanout: 2
  path_cells: "buf_2"
  end_kind: "output port"
  critPathMaxStageDelay_ns: 0.34
  arrival_ns: 1.79
  critPathKind: "register to output port"
  cp_slowest_cell: "dfxtp_2"
  worstPathRequired_ns: 1.68
global_route:
  gr-usage-met2_pct: 5.93
  grt_max_degree: 16
  met3_usage_pct: 2.79
  first_global_vias: 906
  antenna_found_initial: 0
  grt_most_used_layer: "met2"
  met1_usage_pct: 5.77
  gr-total-overflow: 0
  grt_pass1_wl_mm: 3.88
  grtUsageTotal_pct: 4.42
run_status:
  status: "finished, violations left"
  violations: "setup timing"
timing:
  untimed_endpoints: 30
  grt_setup_unrepaired: "yes"
  skew_ns: 0.0164
  hold_violations: 0
  drv_slew: 0
  tns_ns: -1.47
  relSlewSlack_pct: 75.4
  worstMarginPinSlew_ns: 0.368
  setup-violations-final: 15
  unclocked_regs: 15
  hold_slack_ns: 0.518
  layout_setup_ws_ns: -0.114
synthesis:
  yosys.cell_types.count: 19
  ys.flops: 30
  synthesis.instances: 104
  syn_avg_cell_area_um2: 11.0
  yosysSeqAreaShare_pct: 52.7
  ys_cells: 104
  netlist_area_um2: 1140
  ys_chip_area_um2: 1140
  ys_warn_count: 1
floorplan:
  rows: 29
  die_area_um2: 10400
  core_um2: 6460
  die_y_um: 102
  io_pins: 31
  die_w_um: 102
  fp_util_pct: 17.6
placed_design:
  gp_congestion: 0.784
  dp_hpwl_mm: 1.88
  place_ws_ns: -0.207
  port_buffers: 30
  dpl_cell_area_um2: 1630
layout:
  finalInstanceArea_um2: 1730
  syn_to_final_growth_pct: 51.9
  drive_gt1_share_pct: 36.7
  utilization_pct: 26.8
flow_run:
  log.warning_count: 42
  drv_cap: 0
hold_path:
  hp-class: "register to register"
flip-flops by register name, summed over array words and instances, names as in the netlist:
name     cells
count_b     15
count_a     15
cell families after synthesis:
kind of cell | Yosys count | share of synthesized area, %
buffers and inverters | 7 | 2.63
AND/OR/NAND/NOR | 39 | 22.5
adder cells (fa/ha/maj) | 2 | 2.20
XOR/XNOR | 26 | 20.0
flip-flops | 30 | 52.7
cell usage in the layout, fill, tap and decap left out, types with 2 or more instances in the layout:
| master | n |
|---|---|
| nor3_2 | 2 |
| nand3_2 | 5 |
| nor2_1 | 2 |
| ha_1 | 2 |
| buf_4 | 18 |
| xnor2_1 | 15 |
| nor3_1 | 3 |
| dfxtp_1 | 15 |
| nand4_1 | 3 |
| clkbuf_8 | 3 |
| nand2_1 | 6 |
| buf_2 | 15 |
| xor2_1 | 11 |
| nand3_1 | 8 |
| inv_1 | 20 |
| clkdlybuf4s50_1 | 15 |
| dfxtp_2 | 15 |
| and4_1 | 2 |
| and3_1 | 4 |
cells in the mapped netlist:
cell type   n  area (µm²)
and2_1      1        6.26
inv_1       6        22.5
nand3_2     5        50.1
nor3_1      3        15.0
and4_1      2        17.5
and3_1      4        25.0
nor3b_2     1        12.5
dfxtp_1    30         601
buf_4       1        7.51
nand4_2     1        12.5
nor3_2      2        20.0
ha_1        2        25.0
nor2_1      2        7.51
nand3_1     8        40.0
xor2_1     11        96.3
and2_4      1        8.76
nand2_1     6        22.5
xnor2_1    15         131
nand4_1     3        18.8
final timing paths:
check,start,end,slack (ns),cells after the start
worst max-delay path,count_a[14],count[14],-0.11,1
worst min-delay path,count_a[12],count_a[12],0.52,2
worst max register to register,count_a[5],count_a[10],0.70,6
worst min register to register,count_a[12],count_a[12],0.52,2
what timing repair did:
item	in CTS	in global routing
endpoints found under the setup margin	15	15
setup buffers	4	0
gates resized	60	0
report_power, final:
| group | switching [mW] | internal [mW] |
|---|---|---|
| sequential | 0 | 0.287 |
| clock | 0.178 | 0.292 |
| combinational | 0 | 0 |
layout make-up:
class | instances | area, µm²
repair buffers | 48 | 360
inverters | 5 | 18.8
clock inverters | 16 | 86.3
multi-input cells | 67 | 509
fillers | 682 | 4730
well taps | 77 | 96.3
flip-flops and latches | 30 | 619
clock buffers | 3 | 41.3
through the flow:
step / power [mW] / std cells
after global routing: 0.809 / 246
after global placement: 0.338 / 224
after detailed placement: 0.338 / 224
after floorplan: 0.338 / 104
final: 0.757 / 246
after CTS: 0.774 / 246
metal layers:
layer  part of all wire (%)  vias to the layer above
li1                       -                      479
met1                     47                      414
met2                     37                       33
met3                     14                        4
met4                    1.2                        0
met5                      0                        -
No activity file was given, so power comes from the tool's default toggle rates.
